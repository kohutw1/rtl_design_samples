$ cat design.v
module div_5_detector(
    input logic clk,
    input logic rst_n,
    input logic in_bit,
    output logic div_5
);
logic first_1_seen;
logic [3-1:0] remainder_current;
logic [3-1:0] remainder_next;
always @(posedge clk) begin
    if(!rst_n) begin
        first_1_seen <= 1'd0;
    end else begin
        if(in_bit) begin
            first_1_seen <= 1'd1;
        end else begin
            first_1_seen <= first_1_seen;
        end
    end
end
always @(posedge clk) remainder_current <= !rst_n ? {3{1'd0}} : remainder_next;
always @* begin
    case({in_bit, remainder_current})
        {1'd0, 3'd0}: remainder_next = 3'd0;
        {1'd0, 3'd1}: remainder_next = 3'd2;
        {1'd0, 3'd2}: remainder_next = 3'd4;
        {1'd0, 3'd3}: remainder_next = 3'd1;
        {1'd0, 3'd4}: remainder_next = 3'd3;
        {1'd1, 3'd0}: remainder_next = 3'd1;
        {1'd1, 3'd1}: remainder_next = 3'd3;
        {1'd1, 3'd2}: remainder_next = 3'd0;
        {1'd1, 3'd3}: remainder_next = 3'd2;
        {1'd1, 3'd4}: remainder_next = 3'd4;
        default: remainder_next = {3{1'bx}};
    endcase
end
assign div_5 = (remainder_current == 3'd0) && first_1_seen;
endmodule : div_5_detector
$ cat run.sh
#!/bin/bash
# OpenROAD 26Q1-2900-gdf79404cd8, Yosys 0.63+post, stock flow scripts
make -C /OpenROAD-flow-scripts/flow DESIGN_CONFIG=/design/flow/config.mk WORK_HOME=/design/flow/orfs finish
$ cat config.mk
export PLATFORM = sky130hd
export DESIGN_NAME = div_5_detector
export DESIGN_NICKNAME = div_5_detector
export VERILOG_FILES = /design/flow/design.v
export SDC_FILE = /design/flow/constraint.sdc
export NUM_CORES = 4
export LEC_CHECK = 1
export CORE_AREA = 10 10 70 70
export DIE_AREA = 0 0 80 80
$ cat constraint.sdc
current_design div_5_detector

set clk_period 1.6
set clk_io_pct 0.2

create_clock -name clk0 -period $clk_period [get_ports {clk}]

set non_clock_inputs [all_inputs -no_clocks]
set_input_delay [expr $clk_period * $clk_io_pct] -clock clk0 $non_clock_inputs
set_output_delay [expr $clk_period * $clk_io_pct] -clock clk0 [all_outputs]
==> summary.txt <==
Results of the implementation run.

The flow ran to the end, and the final reports show no timing, DRC or antenna violations. Per the timing report, the biggest fanout along the worst path comes to 6. The max-slew headroom at the worst pin is 0.8618. The global-route usage over all layers came out at 0.01249. For this block, the initial DRC count from the detailed router was 2. The number of synthesis warnings came out at 1. The aggregate routed wire length is 353 µm.

The flop-to-flop setup slack is 0.66 ns. After global routing the overflow that remains totals 0. Hold analysis lists the worst path endpoint as first_1_seen$_SDFFE_PN0P_.

The area growth from synthesis to layout is 71.87%. The number of endpoints failing setup at the final stage came out at 0. The core box area came out at 3416 µm². Using the TritonRoute via totals, the vias-per-cell ratio works out to 2.103. The synthesized instance count came out at 16.

The multiplexer share of the synthesized area came out at 0. The TritonCTS buffer count is 3. The total I/O pin count is 4.

For the worst reg-to-reg path, the startpoint reported by OpenROAD is remainder_current[1]$_SDFF_PN0_. The max-slew violation count is 0. Per the synthesis report, the AND-OR/OR-AND share of the synthesized area is 0.2109. The xor-xnor portion of the synthesized cell area came out at 0. At the pin with the least slew margin, the transition time is 0.2070 ns. The share of synthesized area in the top cell type comes to 0.5000. The tally of unique sky130hd cells used after synthesis is 12. The minimum period implied by the final worst setup slack is 1.414 ns.

The share of total power in the clock network is 0.481. The layout filler cell count came out at 409. Per the post-CTS timing run, clock transition at the registers of the reported paths is 0.04 ns. The initialized floorplan defines 21 standard-cell rows.

Along the worst hold path, the cell count comes to 1. The worst clock skew came out at 0.008031 ns. The combinational share of power is 0.087.

The switching part of the total is 0.2133. The kind of path behind the tightest hold check is flop to flop. The sequential cell area came out at 80.08 µm². The post-CTS setup buffer count came out at 0. The path type of the worst setup path is flop to output port. The design internal power is 205.8 µW. The last weighted congestion value of the routability-driven placer came out at 0.7605.

Entering global routing, the biggest net connects 7 pins. The largest total area in the synthesized netlist belongs to sky130_fd_sc_hd__dfxtp_1. The chip area line of the yosys report is 160.2 µm². Of the total synthesized cell area, the portion taken by full adders, half adders and majority gates is 0. The met3 track demand over resource came out at 0.009091. The max-capacitance violation count is 0. met2 track demand over resource after global routing is 0.01766. The wire length of the first global-routing pass is 655 µm. The synthesized netlist was found by Yosys to have 16 cells.

The H-tree depth came out at 1. The clock insertion delay at the later pin of the skew report is 0.24 ns. The number of warnings reported in the stage logs is 25. The starting density of the core came out at 0.04689. The count of antenna diodes in the layout came out at 0. Yosys shows that the main logic family after synthesis is simple AND/OR/NAND/NOR gates. Averaged over all synthesized cells, the footprint is 10.01 µm².

The number of nets with antenna violations after detailed routing is 0. The post-layout period usage of the worst path is 0.8837. The die footprint came out at 6400 µm².

Counting every sink on the clock net gives 4. The layout cell share with drive strength beyond 1 is 0.2273. The global router reports that the layer with the highest usage is met2. The sort of element at the start of the critical path is a flop.

The part of the power in registers is 0.431. The number of design rule violations left after detail routing came out at 0. The longest incremental delay of any stage on the critical path is reported as 0.35 ns. Sorting the synthesized cells by area gives the leading types as sky130_fd_sc_hd__dfxtp_1 (50%), sky130_fd_sc_hd__nand2b_4 (8.6%), sky130_fd_sc_hd__a211o_1 (5.5%). The worst register-to-register path ends at remainder_current[0]$_SDFFE_PN0P_. The startpoint of the tightest hold check path is first_1_seen$_SDFFE_PN0P_. The global routing report lists met1 layer usage as 0.01325. The data arrival time at the worst-slack endpoint is 1.09 ns. For this sky-water flow run, the detailed-routed wirelength per cell is reported as 5.191 µm. The via count of the first global-routing pass came out at 155. During placement, the flow inserted port buffers numbering 3. No sink is reached through more buffers than the 2 on the longest clock path.

The number of hold violations in the final report came out at 0. The cell sequence reported for the critical path is nor4b_2, dlygate4sd2_1. The aggregate negative setup slack is 0 ns. The final instance area came out at 275.3 µm².

Setup repair after global routing left no endpoint under its margin. The sequential area share after synthesis came out at 0.5000. The number of gates given a new drive strength after cts is 2. The analysis attributes to net switching a power of 55.78 µW.

The number of antenna violations at the first check in global routing came out at 0. The number of hold-repair buffers added at the cts stage is 0. The clock tree from TritonCTS is built. The logic depth of the worst register-to-register path came out at 2.

The slowest stage of the critical path is the sky130_fd_sc_hd__dfxtp_1 cell. The worst setup path is captured at an output port. The total via count in the routed design came out at 143. The area occupied by multi-input gates came out at 86.33 µm². The cell-mix breakdown from Yosys lists the simple-gate area share as 0.2891. The flip-flop and latch count after synthesis came out at 4. The power density of the placed cells is 950.1 nW/µm². The total placed instance area is 247.7 µm². The die height came out at 80 µm.

From left edge to right edge, the die measures 80 µm. The critical path required time is 1.28 ns. The root buffer cell is sky130_fd_sc_hd__clkbuf_4. The maximum clock rate is 707.3 MHz.

The worst supply voltage drop on vdd came out at 0.0002149 V. The leakage power is 0.00009802 µW. The post-synthesis cell area came out at 160.2 µm².

The count of TritonRoute iterations in the first routing pass came out at 2.
==> cell usage after synthesis <==
cell                       number
sky130_fd_sc_hd__nor4b_1        1
sky130_fd_sc_hd__nand2_1        2
sky130_fd_sc_hd__o21ai_0        1
sky130_fd_sc_hd__o21a_1         1
sky130_fd_sc_hd__nand2b_4       1
sky130_fd_sc_hd__and2_1         1
sky130_fd_sc_hd__a21oi_1        1
sky130_fd_sc_hd__dfxtp_1        4
sky130_fd_sc_hd__and3_1         1
sky130_fd_sc_hd__a211o_1        1
sky130_fd_sc_hd__o31ai_1        1
sky130_fd_sc_hd__nor2_1         1
==> kinds of logic (layout without fill, tap and decap cells) <==
logic type,Yosys count,in the layout
AND-OR/OR-AND,5,5
AND/OR/NAND/NOR,7,7
buffers and inverters,0,6
flip-flops,4,4
==> sequential cells by signal, summed over array words and instances (netlist names) <==
name	count
remainder_current	3
first_1_seen	1
==> cells in the final DEF (no fill, tap or decap) <==
cell type                         instances
sky130_fd_sc_hd__nand2_1                  2
sky130_fd_sc_hd__clkdlybuf4s50_1          2
sky130_fd_sc_hd__dfxtp_1                  4
sky130_fd_sc_hd__a211o_1                  1
sky130_fd_sc_hd__a21oi_1                  1
sky130_fd_sc_hd__o21a_1                   1
sky130_fd_sc_hd__o31ai_1                  1
sky130_fd_sc_hd__and3_1                   1
sky130_fd_sc_hd__nand2b_4                 1
sky130_fd_sc_hd__o21ai_0                  1
sky130_fd_sc_hd__clkbuf_4                 3
sky130_fd_sc_hd__dlygate4sd2_1            1
sky130_fd_sc_hd__nor2_1                   1
sky130_fd_sc_hd__and2_1                   1
sky130_fd_sc_hd__nor4b_2                  1
==> metal layers <==
| metal | wire [µm] | up-vias |
|---|---|---|
| met3 | 28 | 2 |
| met2 | 153 | 6 |
| met4 | 21 | 0 |
| li1 | - | 71 |
| met1 | 151 | 64 |
| met5 | 0 | - |
==> power groups by stage <==
| stage | Combinational, µW | Clock [µW] | Sequential (µW) |
|---|---|---|---|
| CTS | 23.1 | 132 | 112 |
| global route | 25.9 | 144 | 114 |
| finish | 22.8 | 126 | 113 |
==> layout make-up <==
type                            count  share of cell area
Clock buffer                        3             0.08182
Multi-Input combinational cell     12              0.3136
Tap cell                           46              0.2091
Sequential cell                     4              0.2909
Timing Repair Buffer                3              0.1045
==> critical path: cells and delay by family, from the launching register on <==
family                 cells  cell delay, ns
AND/OR/NAND/NOR            1            0.27
buffers and inverters      1            0.24
flip-flops                 1            0.35
==> worst max path at each step <==
stage / start / endpoint / slack [ns]
CTS: remainder_current[2]$_SDFFE_PN0N_ / div_5 / 0.18
global route: remainder_current[2]$_SDFFE_PN0N_ / div_5 / 0.07
finish: remainder_current[2]$_SDFFE_PN0N_ / div_5 / 0.19
==> metrics by stage <==
step / hold WS (ns) / worst slack (ns) / total power, µW / util / instances
global placement: 0.4400 / 0.1405 / 135.8 / 0.07253 / 65
finish: 0.4558 / 0.1861 / 261.5 / 0.08059 / 68
detailed placement: 0.4573 / 0.07599 / 137.0 / 0.07253 / 65
global route: 0.4706 / 0.07171 / 283.5 / 0.08059 / 68
CTS: 0.4622 / 0.1761 / 267.2 / 0.08059 / 68
floorplan: 0.4302 / 0.7167 / 123.4 / - / 16
Power and IR drop assume default switching activity.
